==> run.sh <==
#!/bin/bash
# OpenROAD 26Q1-2900-gdf79404cd8, Yosys 0.63+post, stock flow scripts
make -C /OpenROAD-flow-scripts/flow DESIGN_CONFIG=/design/flow/config.mk WORK_HOME=/design/flow/orfs finish
==> constraint.sdc <==
current_design spi_master

set clk_period 6.3
set clk_io_pct 0.2

create_clock -name clk0 -period $clk_period [get_ports {sys_clk}]

set non_clock_inputs [all_inputs -no_clocks]
set_input_delay [expr $clk_period * $clk_io_pct] -clock clk0 $non_clock_inputs
set_output_delay [expr $clk_period * $clk_io_pct] -clock clk0 [all_outputs]
==> design.v <==
module spi_master #(
    parameter REG_WIDTH  = 32,
    parameter COUNTER_WIDTH = $clog2(REG_WIDTH),
    parameter TRANS_SIZE = 32
)(
    input rstn, 
    input sys_clk, 
    input t_start,
    input [REG_WIDTH-1:0] data_in,  
    input [COUNTER_WIDTH:0] t_size,  
    input cpha, 
    input cpol,  
    input miso,
    output wire mosi,
    output reg spi_clk,
    output reg cs
);
reg [REG_WIDTH-1:0] shift_reg_neg, shift_reg_pos;
wire [REG_WIDTH-1:0] shift_reg;
reg [COUNTER_WIDTH:0] count;
always @(*) begin
  if (!cs) begin
    if (cpol)
      spi_clk <= ~sys_clk;
    else
      spi_clk <= sys_clk;
  end else begin
    if (cpol)
      spi_clk <= 1'b1;
    else
      spi_clk <= 1'b0;
  end
end
always @(posedge sys_clk) begin
  if (!rstn) begin
    count <= 'b0;   
    cs <= 1'b1;
  end else if (t_start) begin
    count <= t_size;
    cs <= 1'b0;
  end else begin
    count <= count - 1'b1;
    cs <= 1'b0;
  end
end
assign mosi = (!cs) ? shift_reg[REG_WIDTH-1] : 1'bz;
always @(negedge spi_clk or negedge rstn) begin
  if (!rstn)
    shift_reg_neg <= 'b0;
  else begin
    if (t_start)
      shift_reg_neg <= data_in;
    else if (!cs) 
      shift_reg_neg <= {shift_reg_neg[REG_WIDTH-2:0], miso};
  end
end
always @(posedge spi_clk or negedge rstn) begin
  if (!rstn)
    shift_reg_pos <= 'b0;
  else begin
    if (t_start)
      shift_reg_pos <= data_in;
    else if (!cs) 
      shift_reg_pos <= {shift_reg_pos[REG_WIDTH-2:0], miso};
  end
end
assign shift_reg = (cpha ~^ cpol) ? shift_reg_neg : shift_reg_pos;
endmodule
==> config.mk <==
export PLATFORM = sky130hd
export DESIGN_NAME = spi_master
export DESIGN_NICKNAME = spi_master
export VERILOG_FILES = /design/flow/design.v
export SDC_FILE = /design/flow/constraint.sdc
export NUM_CORES = 4
export LEC_CHECK = 1
export CORE_UTILIZATION = 30
==> impl_metrics.sql <==
-- physical implementation figures
INSERT INTO impl_metrics (metric_group, metric, value, unit) VALUES
('sta', 'timing.final.setup_violations', '0', ''),
('sta', 'totalNegativeSetupSlack', '0', 'ps'),
('floorplanning', 'design.core.area', '9420', 'um2'),
('sta', 'rsz_0062_raised_after_global_routing', 'yes', ''),
('detailed_routing', 'route.detailed.wl_per_inst', '13.3', 'um'),
('yosys', 'synth-cells-yosys', '249', ''),
('floorplanning', 'floorplan.die_area', '10300', 'um2'),
('detailed_routing', 'detailroute.via_count', '2028', ''),
('yosys', 'yosysChipArea', '2970', 'um2'),
('power', 'switchingPower', '227', 'uW'),
('placed_design', 'dp.cells', '406', ''),
('power', 'seqPwrFrac', '33.1', '%'),
('detailed_routing', 'drt_pass1_iterations', '4', ''),
('worst_setup_path', 'worst_path_buffer_plus_inverter_count', '1', ''),
('global_routing', 'grt_util_all_layers', '12.4', '%'),
('yosys', 'ys.warnings.count', '2', ''),
('final_layout', 'area_growth_syn_to_layout', '33.4', '%'),
('run', 'log.warning_count', '35', ''),
('sta', 'finalHoldViolations', '0', ''),
('global_routing', 'grt_remaining_overflow', '0', ''),
('global_routing', 'grt_pass1_vias', '2202', ''),
('yosys', 'distinct_cell_type_count_after_synthesis', '18', ''),
('yosys', 'synthMuxAreaShare', '21.3', '%'),
('worst_hold_path', 'hold_path_class', 'reg2gate', ''),
('final_layout', 'final_non_filler_cell_total', '445', ''),
('detailed_routing', 'postRouteAntennaNets', '0', ''),
('yosys', 'syn_avg_cell_area', '11.9', 'um2'),
('worst_setup_path', 'timing_worst_setup_path_type', 'reg2out', ''),
('yosys', 'synth_flops', '65', ''),
('floorplanning', 'fp.dieH', '102', 'um'),
('global_routing', 'pin_count_of_the_biggest_net_entering_global_routing', '65', ''),
('worst_setup_path', 'largest_fanout_on_the_critical_path', '2', ''),
('worst_setup_path', 'arrival', '5020', 'ps'),
('cts', 'cts.reportedPaths.clkPinSlew', '70', 'ps'),
('detailed_routing', 'first_iter_violations', '64', ''),
('sta', 'timing.hold.ws', '64.4', 'ps'),
('final_layout', 'post_route_cells_drive_above_1_share', '14.2', '%'),
('floorplanning', 'placement_rows', '35', ''),
('worst_setup_path', 'largest_stage_delay_on_the_critical_path', '380', 'ps'),
('global_routing', 'grt_first_pass_wirelength', '9850', 'um'),
('cts', 'tritoncts', 'built', ''),
('power', 'power.switching_fraction', '24.1', '%'),
('sta', 'worst_setup_margin', '18.9', 'ps'),
('status', 'result_of_the_run', 'complete, no violations', ''),
('global_routing', 'grt_antenna_before_repair', '0', ''),
('worst_setup_path', 'timing.critical_path.to_type', 'output pin', ''),
('sta', 'fin_skew', '284', 'ps'),
('placed_design', 'pre_cts_ws', '61.7', 'ps'),
('sta', 'slew_headroom', '62.9', '%'),
('placed_design', 'buffer_ports.inserted', '40', ''),
('detailed_routing', 'wl', '5930', 'um'),
('yosys', 'synth_simple_gate_area_share', '7.41', '%'),
('detailed_routing', 'detail_route.drc_violations', '0', ''),
('worst_setup_path', 'critical_path.startpoint_type', 'register', ''),
('worst_setup_path', 'critical_path_required', '5040', 'ps'),
('worst_setup_path', 'crit_chain', 'mux2_4, buf_2', ''),
('detailed_routing', 'antenna-diode-count', '0', ''),
('placed_design', 'place_hpwl', '3520', 'um'),
('final_layout', 'fillers', '866', ''),
('power', 'leakagePower', '0.00173', 'uW'),
('power', 'power.ir.vdd_worst', '0.160', 'mV'),
('sta', 'slew_worst_pin', '556', 'ps'),
('power', 'p_per_cell_area', '237', 'nW/um2'),
('floorplanning', 'horizontal_extent_of_the_die', '102', 'um'),
('yosys', 'syn_area', '2970', 'um2'),
('floorplanning', 'io-pin-count', '47', ''),
('yosys', 'synthesis.instances', '249', ''),
('power', 'clock_power_share', '52.7', '%'),
('yosys', 'synth_compound_gate_area_share', '10.9', '%'),
('power', 'overall_power', '941', 'uW'),
('power', 'intPower', '714', 'uW'),
('yosys', 'yosys-dominant-comb-family', 'multiplexers', ''),
('yosys', 'ys_sh_xor', '0.589', '%'),
('worst_setup_path', 'critPathSlowestCell', 'dfrtp_1', ''),
('run', 'timing.max_cap.violations', '0', ''),
('worst_setup_path', 'worst_path_dominant_cell_family', 'flip-flops', ''),
('power', 'power_frac_comb', '14.2', '%'),
('placed_design', 'final_gp_congestion', '0.730', ''),
('yosys', 'adder_share', '0', '%'),
('floorplanning', 'floorplan.core_util', '31.6', '%'),
('yosys', 'ys_seq_share', '54.5', '%'),
('cts', 'insertion_delay', '1260', 'ps'),
('detailed_routing', 'drt-vias-per-instance', '4.56', ''),
('sta', 'finalMaxSlewViolations', '0', '');
==> area by class of cell <==
| type | instances | area [um2] | share of cell area (%) |
|---|---|---|---|
| timing repair buffer | 50 | 510 | 12.9 |
| tap | 129 | 161 | 4.07 |
| clock buffer | 28 | 382 | 9.62 |
| sequential | 65 | 1630 | 41.0 |
| multi-input combinational | 165 | 1200 | 30.2 |
| inverter | 2 | 7.51 | 0.189 |
| clock inverter | 6 | 82.6 | 2.08 |
==> stage by stage <==
stage	instance area [um2]	util, %
after floorplan	2970	-
after global placement	3440	36.6
after detailed placement	3440	36.6
after CTS	3950	41.9
after global routing	3970	42.1
final	3970	42.1
==> path summary, 6_finish.rpt <==
| path | from | endpoint | slack [ps] | cells past startpoint |
|---|---|---|---|---|
| min in group asynchronous | rstn | shift_reg_pos[4] | 610 | 2 |
| min reg2reg | shift_reg_neg[30] | shift_reg_neg[31] | 520 | 2 |
| min in group clk0 | shift_reg_neg[30] | shift_reg_neg[31] | 520 | 2 |
| max in group asynchronous | rstn | shift_reg_neg[27] | 1630 | 3 |
| max in group gated | cs | clock gate | 2960 | 3 |
| min | cs | clock gate | 60 | 3 |
| max reg2reg | cs | shift_reg_neg[26] | 1310 | 3 |
| max | shift_reg_pos[31] | mosi | 20 | 2 |
==> cell families (layout without fill, tap and decap cells) <==
logic type | after synthesis | after routing
xor gates and xnor gates | 2 | 2
AOI/OAI and AO/OA | 64 | 64
DFF | 65 | 65
buffers and inverters | 19 | 86
and+or+nand+nor | 36 | 36
muxes | 63 | 63
==> power groups by stage <==
stage	sequential, uW	combinational, uW	clock [uW]
4_1_cts	315	131	507
5_1_grt	318	148	530
6_report	312	133	496
==> Yosys cell counts <==
| master | n | area [um2] |
|---|---|---|
| a21oi_1 | 62 | 310 |
| a31oi_1 | 2 | 12.5 |
| buf_12 | 4 | 80.1 |
| buf_4 | 3 | 22.5 |
| buf_8 | 1 | 15.0 |
| clkbuf_1 | 9 | 33.8 |
| dfrtn_1 | 32 | 801 |
| dfrtp_1 | 32 | 801 |
| dfxtp_1 | 1 | 20.0 |
| inv_1 | 1 | 3.75 |
| inv_2 | 1 | 3.75 |
| mux2_2 | 1 | 11.3 |
| mux2i_1 | 62 | 621 |
| nand2_1 | 2 | 7.51 |
| nand2b_1 | 2 | 12.5 |
| nor2b_1 | 32 | 200 |
| xnor2_1 | 1 | 8.76 |
| xor2_1 | 1 | 8.76 |
==> tightest hold or removal path, delay by kind of cell (launching register included) <==
family,cells,cell delay [ps]
flip-flops,1,450
buffers and inverters,3,1720
==> registers in the layout, indices dropped and copies added, names as in the netlist <==
register,cells
shift_reg_neg,32
shift_reg_pos,32
cs,1
==> per-layer routing <==
metal | track usage, % | vias up | part of all wire, %
li1 | - | 1000 | -
met1 | 17.4 | 969 | 47
met2 | 18.6 | 48 | 45
met3 | 4.62 | 11 | 5.8
met4 | 3.34 | 0 | 1.7
met5 | 0 | - | 0
==> what timing repair did <==
| item | CTS | global route |
|---|---|---|
| hold buffers | 4 | 0 |
| cloned | 0 | 0 |
| setup buffers | 1 | 1 |
| gates resized | 4 | 0 |
| hold endpoints to repair | 12 | 0 |
| endpoints found under the setup margin | 1 | 3 |
==> cells in the final DEF (no fill, tap or decap) <==
cell / netlist / routed
a21oi_1: 62 / 62
a31oi_1: 2 / 2
buf_12: 4 / 3
buf_2: 0 / 2
buf_4: 3 / 4
bufinv_16: 0 / 2
clkbuf_8: 0 / 27
clkdlybuf4s50_1: 0 / 38
clkinv_2: 0 / 3
clkinvlp_4: 0 / 1
dfrtn_1: 32 / 32
dfrtp_1: 32 / 32
dfxtp_4: 0 / 1
dlygate4sd3_1: 0 / 4
inv_1: 1 / 1
inv_2: 1 / 1
mux2_4: 0 / 1
mux2i_1: 62 / 62
nand2_1: 2 / 2
nand2b_1: 2 / 2
nor2b_1: 32 / 32
xnor2_1: 1 / 1
xor2_1: 1 / 1
Power figures rest on the tool's default switching activity, not on a simulated workload.
